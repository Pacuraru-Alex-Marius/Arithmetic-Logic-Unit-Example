===== design/flow/design.v =====
module ALU (
input             clk               ,   
input             rst_n             ,   
input             dcd_req           ,   
input      [3:0]  dcd_opcode        ,   
input      [11:0] dcd_mem_addr      ,   
input      [2:0]  dcd_src_reg_1_addr,   
input      [2:0]  dcd_src_reg_2_addr,   
input      [2:0]  dcd_dst_reg_addr  ,   
input      [15:0] dcd_const         ,   
output reg        dcd_ack           ,   
input      [31:0] data_mem_rd_data  ,   
output reg        data_mem_cen      ,   
output reg        data_mem_rw       ,   
output reg [11:0] data_mem_addr     ,   
output reg [31:0] data_mem_rw_data  ,   
input      [15:0] reg_0_rd_data     ,   
input             reg_0_ack         ,   
output reg        reg_0_req         ,   
output            reg_0_rw          ,   
output reg [2:0]  reg_0_addr        ,   
input      [15:0] reg_1_rd_data     ,   
input             reg_1_ack         ,   
output reg        reg_1_req         ,   
output reg        reg_1_rw          ,   
output reg [2:0]  reg_1_addr        ,   
output reg [15:0] reg_1_wr_data     ,   
output reg        pc_jump_req       ,   
output reg [11:0] pc_jump_addr          
);
localparam LOAD = 4'b0000;
localparam LOAD_const = 4'b0001;
localparam STORE = 4'b0010;
localparam STORE_const = 4'b0011;
localparam ADD = 4'b0100;
localparam SUBSTRACT = 4'b0101;
localparam AND = 4'b0110;
localparam OR = 4'b0111;
localparam JUMP = 4'b1000;
localparam JUMP_IF_EQ = 4'b1001;
reg dcd_req_delay;  
reg cen_delay;  
wire alu_start;  
always@(posedge clk or negedge rst_n)
if(~rst_n) dcd_req_delay <= 0; else
           dcd_req_delay <= dcd_req;
assign alu_start = dcd_req & ~dcd_req_delay;
always@(posedge clk or negedge rst_n)
if(~rst_n) cen_delay <= 0; else
           cen_delay <= data_mem_cen;
always @(posedge clk or negedge rst_n)
if(~rst_n) data_mem_cen <= 0; else
if(data_mem_cen) data_mem_cen <= 0; else
if (((dcd_opcode == LOAD) & alu_start) | ((dcd_opcode == STORE_const) & alu_start) | ((dcd_opcode == STORE) & (reg_0_req & reg_0_ack))) data_mem_cen <= 1;
always @(posedge clk or negedge rst_n)
if(~rst_n) data_mem_rw <= 0; else
if(alu_start) data_mem_rw <= (dcd_opcode == LOAD);
always @(posedge clk or negedge rst_n)
if(~rst_n) data_mem_addr <= 0; else
if(alu_start) data_mem_addr <= (dcd_mem_addr);
always @(posedge clk or negedge rst_n)
if(~rst_n) data_mem_rw_data <= 0; else
if((alu_start) & (dcd_opcode == STORE_const))       data_mem_rw_data <= dcd_const; else
if((reg_0_req & reg_0_ack) & (dcd_opcode == STORE)) data_mem_rw_data <= reg_0_rd_data;
always @(posedge clk or negedge rst_n)
if(~rst_n) reg_0_req <= 0; else
if(reg_0_ack) reg_0_req <= 0; else
if((dcd_opcode != STORE_const) & (dcd_opcode != JUMP) & (dcd_opcode != LOAD) & (dcd_opcode != LOAD_const) & alu_start) reg_0_req <= 1;
assign reg_0_rw = 1;
always @(posedge clk or negedge rst_n)
if(~rst_n) reg_0_addr <= 0; else
if(alu_start) reg_0_addr <= (dcd_src_reg_1_addr);
always @(posedge clk or negedge rst_n)
if(~rst_n) reg_1_req <= 0; else
if(((dcd_opcode == ADD) | (dcd_opcode == SUBSTRACT) | (dcd_opcode == AND) | (dcd_opcode == OR)) & (reg_1_req & reg_1_ack & reg_1_rw)) reg_1_req <= 1; else
if(reg_1_ack) reg_1_req <= 0; else
if(((dcd_opcode == LOAD_const) | (dcd_opcode == ADD) | (dcd_opcode == SUBSTRACT) | (dcd_opcode == AND) | (dcd_opcode == OR)) & (alu_start | (reg_1_req & reg_1_ack))) reg_1_req <= 1; else
if((dcd_opcode == LOAD) & cen_delay) reg_1_req <= 1; 
always @(posedge clk or negedge rst_n)
if(~rst_n) reg_1_rw <= 0; else
if ( ((dcd_opcode == ADD) | (dcd_opcode == SUBSTRACT) | (dcd_opcode == AND) | (dcd_opcode == OR)) & alu_start) reg_1_rw <= 1; else
if (alu_start & (dcd_opcode == LOAD_const)) reg_1_rw <= 0; else
if(((dcd_opcode == ADD) | (dcd_opcode == SUBSTRACT) | (dcd_opcode == AND) | (dcd_opcode == OR)) & reg_1_req & reg_1_ack) reg_1_rw <= 0; else
if((cen_delay) & (dcd_opcode == LOAD)) reg_1_rw <= 0;  
always @(posedge clk or negedge rst_n)
if(~rst_n)                                         reg_1_wr_data <= 0; else
if(reg_1_req & reg_1_ack & reg_1_rw) begin
if(dcd_opcode == ADD)                              reg_1_wr_data <= reg_0_rd_data + reg_1_rd_data; else
if(dcd_opcode == SUBSTRACT)                        reg_1_wr_data <= reg_0_rd_data - reg_1_rd_data; else 
if(dcd_opcode == AND)                              reg_1_wr_data <= reg_0_rd_data & reg_1_rd_data; else 
if(dcd_opcode == OR)                               reg_1_wr_data <= reg_0_rd_data | reg_1_rd_data; 
end
else if(alu_start & (dcd_opcode == LOAD_const))                       reg_1_wr_data <= dcd_const; else 
if((cen_delay) & (dcd_opcode == LOAD))             reg_1_wr_data <= data_mem_rd_data; 
always @(posedge clk or negedge rst_n)
if(~rst_n) reg_1_addr <= 0; else
if(((dcd_opcode == ADD) | (dcd_opcode == SUBSTRACT) | (dcd_opcode == AND) | (dcd_opcode == OR)) & (reg_1_req & reg_1_ack & reg_1_rw)) reg_1_addr <= dcd_dst_reg_addr; else
if(alu_start & ((dcd_opcode == LOAD_const) | (dcd_opcode == LOAD))) reg_1_addr <= dcd_dst_reg_addr; else
if(alu_start) reg_1_addr <= (dcd_src_reg_2_addr);
always @(posedge clk or negedge rst_n)
if(~rst_n) pc_jump_req <= 0; else
if(pc_jump_req) pc_jump_req <= 0; else  
if((alu_start) & (dcd_opcode == JUMP))        pc_jump_req <= 1; else 
if((reg_0_req & reg_0_ack) & (dcd_opcode == JUMP_IF_EQ)) pc_jump_req <= (dcd_const == reg_0_rd_data) ? 1 : 0;
always @(posedge clk or negedge rst_n)
if(~rst_n)    pc_jump_addr <= 0; else
if(alu_start) pc_jump_addr <= (dcd_mem_addr);
always @(posedge clk or negedge rst_n)
if(~rst_n)                                                                                                                       dcd_ack <= 0; else
if(dcd_ack)                                                                                                                      dcd_ack <= 0; else
if(((dcd_opcode == LOAD) | (dcd_opcode == LOAD_const)) & (reg_1_rw == 0) & (reg_1_ack))                                          dcd_ack <= 1; else
if(((dcd_opcode == STORE) | (dcd_opcode == STORE_const)) & (data_mem_cen))                                                       dcd_ack <= 1; else
if(((dcd_opcode == ADD) | (dcd_opcode == SUBSTRACT) | (dcd_opcode == AND) | (dcd_opcode == OR)) & (reg_1_rw == 0) & (reg_1_ack)) dcd_ack <= 1; else
if((dcd_opcode == JUMP) & (alu_start))                                                                                           dcd_ack <= 1; else  
if((dcd_opcode == JUMP_IF_EQ) & (reg_0_req & reg_0_ack))                                                                         dcd_ack <= 1; 
endmodule  

===== design/flow/run.sh =====
#!/bin/bash
# OpenROAD 26Q1-2900-gdf79404cd8, Yosys 0.63+post, stock flow scripts
make -C /OpenROAD-flow-scripts/flow DESIGN_CONFIG=/design/flow/config.mk WORK_HOME=/design/flow/orfs finish

===== design/flow/config.mk =====
export PLATFORM = sky130hd
export DESIGN_NAME = ALU
export DESIGN_NICKNAME = ALU
export VERILOG_FILES = /design/flow/design.v
export SDC_FILE = /design/flow/constraint.sdc
export NUM_CORES = 4
export LEC_CHECK = 1
export CORE_UTILIZATION = 30

===== design/flow/constraint.sdc =====
current_design ALU

set clk_period 5.5
set clk_io_pct 0.2

create_clock -name clk0 -period $clk_period [get_ports {clk}]

set non_clock_inputs [all_inputs -no_clocks]
set_input_delay [expr $clk_period * $clk_io_pct] -clock clk0 $non_clock_inputs
set_output_delay [expr $clk_period * $clk_io_pct] -clock clk0 [all_outputs]

==> impl_metrics.ini <==
; yosys + openroad results
[hold_path]
min_path_type = reg2reg
worstHoldPathCells = 1
min-delay-start = pc_jump_req
min_delay_worst_endpoint = pc_jump_req

[place]
gp_congestion = 0.916
port-buffer-count = 162
dp_cell_count = 1069
post-dp-hpwl_um = 14900

[drt]
detail_route.iter0.violations = 345
wl_per_cell_um = 17.3
drc_errors = 0
met2WireLength_um = 8370
vias = 5566
ant_nets = 0
detailroute.wirelength.met3_um = 1500
maxUsedRoutingLayer = met4
drt-total-wl_um = 18800
route.layer.met1.wl_um = 8630
detail_route.vias_per_cell = 5.13
detail_route.first_pass.iterations = 23

[synth]
async_sr_flop_fraction_pct = 100
synthesis.yosys.warnings = 1
post_synth_seq_share_pct = 26.3
synthesis.instances = 722
synth-edff-count = 0
ys_sh_adder_pct = 11.2
top_logic_kind = AND-OR/OR-AND gates
yosys_register_bits = 59
post_synth_ao_oa_area_fraction_pct = 21.5
synthXorXnorAreaFrac_pct = 4.37
synthesis.area_um2 = 5610
postSynthAreaPerCell_um2 = 7.77
synth_cell_type_count = 73
yosysChipArea_um2 = 5610
ys_sh_simple_pct = 20.4
top_cell_area_share_pct = 26.3
top_area_cell = dfrtp_1
top_cells_by_area = dfrtp_1, ha_1, nand2_1
post_synth_top_flop = dfrtp_1
yosys-mux-area-fraction_pct = 5.02
ys_cells = 722

[final_timing]
finalSetupViolations = 0
post-route-min-period_ns = 3.74
final.setup_skew_ns = 0.00629
unrepaired_setup_endpoints_after_global_routing = false
fin_worst_hold_slack_ns = 0.426
final_min_period_over_clock_period_pct = 68.1
worst_slew_margin_rel_pct = 44.8
timing.setup.tns_ns = 0
hold_viol = 0
worstMarginPinSlew_ns = 0.826
fmax_mhz = 267
report.final.slew_viol_count = 0

[layout]
instances_no_fill = 1085
fillerInstances = 1864
regArea_um2 = 1480
layout-area-overhead-vs-synth_pct = 34.1
final-comb-area_um2 = 3570
drive_gt1_share_pct = 5.85

[cts]
clk_transition_reported_paths_ns = 0.05
ctsHoldBuffers = 0
clock_path_buffers = 2
later_pin_clock_latency_in_the_skew_report_ns = 0.33
postCtsSetupRepairBufs = 0
htreeDepth = 3
cts_resized = 0
cts_root_buffer = clkbuf_16
cts-buffers-inserted = 9
cts_num_sinks = 59
cts_tree = done

[worst_setup_path]
critical_path_class = in2reg
critical_path_launch_point_type = input pin
worstPathArrival_ns = 4.00
critical_path.reg2reg.startpoint = reg_1_req
critPathRequiredTime_ns = 5.76
r2r.worst_path.cells = 7
r2r_end = reg_1_wr_data[8]
cp-end-kind = register
r2r_setup_slack_ns = 3.10
crit_path_max_fanout = 18

[floorplanning]
floorplanUtilization_pct = 30.9
fp.dieH_um = 139
core_footprint_um2 = 18100
io_pins = 196
die_w_um = 139
die_area_um2 = 19200
fp-row-count = 49

[power_and_ir_drop]
worst_ir_drop_vdd_mv = 0.169
leakage_nw = 3.24
power_per_cell_area_nw_per_um2 = 246

[global_route]
grt.total_usage_pct = 19.9
grt-ovfl-total = 0
pin_count_of_the_biggest_net_entering_global_routing = 38
vias_in_the_first_global_route = 5121
wire_length_of_the_first_global_routing_pass_um = 29200
grt_antenna_before_repair = 1

[run]
tool_warnings = 72
max-cap-violations = 0

[status]
run_status = finished, final reports clean
registers in the layout, summed over array words and instances (netlist names):
name and flops:
cen_delay 1, data_mem_cen 1, data_mem_rw 1, data_mem_rw_data 16, dcd_ack 1, dcd_req_delay 1, pc_jump_addr 12, pc_jump_req 1
reg_0_addr 3, reg_0_req 1, reg_1_addr 3, reg_1_req 1, reg_1_rw 1, reg_1_wr_data 16
worst max-delay path by stage:
stage                         start                 to  cells past startpoint
after CTS             dcd_opcode[1]   reg_1_wr_data[8]                      8
final                 dcd_opcode[1]  reg_1_wr_data[15]                      8
after global routing  dcd_opcode[1]  reg_1_wr_data[15]                      8
synthesized netlist by cell type, drive strengths merged (3+ instances only):
library cell and number:
nand4 7, o211ai 5, or3 5, a31oi 16
dfrtp 59, xor2 15, xnor2 13, and3 9
nor2 57, inv 51, nor3 14, nand2b 6
nand2 124, buf 52, a22o 3, ha 47
nor4 6, a21oi 65, o31ai 12, nor2b 5
nand3 14, o21bai 5, a221oi 5, o21ai 35
mux2i 27, a22oi 3, o22ai 4, clkbuf 17
o221ai 4
critical path, stage by stage:
cell	delay, ns
clkdlybuf4s50_1	0.78
nor2b_1	0.33
and3_1	0.67
a22o_1	0.56
nor2_1	0.10
a41oi_2	0.21
o2111ai_1	0.13
o21ai_1	0.10
cell usage in the layout (no fill, tap or decap), drive strengths merged, types with 11 or more instances in the layout:
master | synthesis | routed
ha | 47 | 47
buf | 52 | 11
o21ai | 35 | 35
inv | 51 | 51
a21oi | 65 | 65
nor2 | 57 | 57
dfrtp | 59 | 59
xnor2 | 13 | 13
nand3 | 14 | 14
nand2 | 124 | 124
o31ai | 12 | 12
clkdlybuf4s50 | 0 | 161
a31oi | 16 | 16
conb | 2 | 17
mux2i | 27 | 27
nor3 | 14 | 14
xor2 | 15 | 15
stage by stage:
stage / setup WS [ns] / area (µm²) / power (W) / util, %
2_1_floorplan: 2.46 / 5670 / 0.000890 / -
3_3_place_gp: 1.47 / 7210 / 0.00126 / 39.7
3_5_place_dp: 1.47 / 7210 / 0.00126 / 39.7
4_1_cts: 1.79 / 7520 / 0.00187 / 41.4
5_1_grt: 1.57 / 7520 / 0.00196 / 41.4
6_report: 1.76 / 7520 / 0.00185 / 41.5
kinds of logic after synthesis:
| logic type | after synthesis |
|---|---|
| AND-OR/OR-AND | 180 |
| XOR/XNOR | 28 |
| adder cells (fa/ha/maj) | 49 |
| buffers and inverters | 120 |
| flip-flops | 59 |
| multiplexers | 28 |
| other | 2 |
| AND/OR/NAND/NOR | 256 |
metal layers:
metal	vias up	GRT usage, %
li1	2718	-
met1	2568	29.5
met2	225	31.5
met3	55	3.98
met4	0	2.51
met5	-	0
area by class of cell:
type | count | share of cell area [%]
tap | 229 | 3.81
clock buffer | 10 | 3.04
clock inverter | 5 | 1.05
multi-input combinational | 558 | 47.4
antenna | 1 | 0.0333
timing repair buffer | 172 | 22.5
inverter | 51 | 2.54
sequential | 59 | 19.6
power by group:
group	internal [W]	switching (W)	leakage (nW)
clock network	0.000393	0.000203	0.152
registers	0.000532	0.0000645	0.724
logic	0.000383	0.000279	2.37
total	0.00131	0.000546	3.24
Power and IR drop assume default switching activity.
